==> ./design.v <==
module wallace(A, B, prod);
    input [3:0] A, B;   
    output [7:0] prod;  
    wire s11, s12, s13, s14, s15, s22, s23, s24, s25, s26, s32, s33, s34, s35, s36, s37;  
    wire c11, c12, c13, c14, c15, c22, c23, c24, c25, c26, c32, c33, c34, c35, c36, c37;  
    wire [3:0] p0, p1, p2, p3;  
    assign p0 = A & {4{B[0]}};  
    assign p1 = A & {4{B[1]}};  
    assign p2 = A & {4{B[2]}};  
    assign p3 = A & {4{B[3]}};  
    assign prod[0] = p0[0];  
    assign prod[1] = s11;    
    assign prod[2] = s22;    
    assign prod[3] = s32;    
    assign prod[4] = s34;    
    assign prod[5] = s35;    
    assign prod[6] = s36;    
    assign prod[7] = s37 ^ c37;  
    half_adder ha11(p0[1], p1[0], s11, c11);  
    full_adder fa12(p0[2], p1[1], p2[0], s12, c12);  
    full_adder fa13(p0[3], p1[2], p2[1], s13, c13);  
    full_adder fa14(p1[3], p2[2], p3[1], s14, c14);  
    half_adder ha15(p2[3], p3[2], s15, c15);  
    half_adder ha22(c11, s12, s22, c22);  
    full_adder fa23(p3[0], c12, s13, s23, c23);  
    full_adder fa24(c13, c32, s14, s24, c24);  
    full_adder fa25(c14, c24, s15, s25, c25);  
    full_adder fa26(c15, c25, p3[3], s26, c26);  
    half_adder ha32(c22, s23, s32, c32);  
    half_adder ha34(c23, s24, s34, c34);  
    half_adder ha35(c34, s25, s35, c35);  
    half_adder ha36(c35, s26, s36, c36);  
    half_adder ha37(c36, c26, s37, c37);  
endmodule
module half_adder(input a, b, output sum, carry);
    assign sum = a ^ b;   
    assign carry = a & b;  
endmodule
module full_adder(input a, b, cin, output sum, carry);
    assign sum = a ^ b ^ cin;  
    assign carry = (a & b) | (b & cin) | (cin & a);  
endmodule
==> ./run.sh <==
#!/bin/bash
# OpenROAD 26Q1-2900-gdf79404cd8, Yosys 0.63+post, stock flow scripts
make -C /OpenROAD-flow-scripts/flow DESIGN_CONFIG=/design/flow/config.mk WORK_HOME=/design/flow/orfs finish
==> ./config.mk <==
export PLATFORM = sky130hd
export DESIGN_NAME = wallace
export DESIGN_NICKNAME = wallace
export VERILOG_FILES = /design/flow/design.v
export SDC_FILE = /design/flow/constraint.sdc
export NUM_CORES = 4
export LEC_CHECK = 1
export CORE_AREA = 10 10 70 70
export DIE_AREA = 0 0 80 80
==> ./constraint.sdc <==
current_design wallace

set clk_period 3.5
set clk_io_pct 0.2

create_clock -name clk0 -period $clk_period

set non_clock_inputs [all_inputs -no_clocks]
set_input_delay [expr $clk_period * $clk_io_pct] -clock clk0 $non_clock_inputs
set_output_delay [expr $clk_period * $clk_io_pct] -clock clk0 [all_outputs]
==> design notes <==
The fraction of final layout cells sized beyond drive strength 1 came out at 0.450. The synthesized netlist contains 7 unique library cells. Worst max-slew margin expressed relative to the limit: 0.909. For the maximum number of pins on one net before global-route repair, the log shows 5. The I/O pin count came out at 16. Each instance of the synthesized netlist takes up on average 8.49 sq um. For this run, the chip area from Yosys synthesis comes to 399 sq um.

The total power density per cell area is 155 nW/um^2. The main area contributors are sky130_fd_sc_hd__fa_1, sky130_fd_sc_hd__ha_1, sky130_fd_sc_hd__and2_1. The count of warning messages emitted by the tools came out at 35. In the final routed layout, each cell accounts on average for 8.26 microns. The tools report the worst setup path startpoint as A[1].

With the maximum vdd drop at 27.5 uV, the register area is 0 sq um. For this block, the via count after detailed routing is 305. The HPWL after detailed placement is 848 microns.

Setup repair after global routing could not meet its margin everywhere. For the final setup slack of the worst path, the log shows -1.02 ns. Per the repair_timing log after CTS, setup buffers inserted total 0.

Max-slew check failures listed in the final report amount to 0. The flow ran to the end, but the final reports show violations. The cell type that accounts for the most area after synthesis is sky130_fd_sc_hd__fa_1.

For the count of max-cap constraint violations, the log shows 0. The overall die width is 80 microns. For the number of global-route vias before repair, the log shows 346.

The achievable clock frequency was 221 MHz. The startpoint of the lowest-slack hold path was B[0]. According to the timing report, the arrival time at the worst endpoint equals 3.82 ns. STA puts the critical path data required time at 2.80 ns. Remaining design rule violation count: 0.

The run gives 0 for the sequential share of the synthesized area. Share of Yosys cell area claimed by the top area cell type: 0.351. In this run the standard cell core region covers 3420 sq um. The checks that failed: setup timing. The path with the worst hold slack has its endpoint at prod[0].

Critical-path maximum fanout: 4. The vertical die dimension is 80 microns. The via count normalized by instance count is 2.88. Summed over all layers, the global routing overflow is 0.

The run gives 1 as the number of DRC markers after the initial detailed-route iteration. The synthesis run shows the most used standard cells to be sky130_fd_sc_hd__inv_1, sky130_fd_sc_hd__and2_1, sky130_fd_sc_hd__fa_1, sky130_fd_sc_hd__ha_1, sky130_fd_sc_hd__nand2_1. Summing every instance area after synthesis gives 399 sq um. According to the hold report, the worst path is of the in2out type.

Row generation in the floorplan step produced 21 rows. The antenna diode count was 0; the number of fillers in the final layout was 396. The run gives 4.52 ns for the minimum period implied by the final worst setup slack. With the relative area change from synthesis to final layout at 55.8%, the number of port buffers is 16.

The critical path launch point type is an input pin. The wire length of the first global-routing pass came out at 1.54 mm. Once detail routing completed, the nets flagged for antenna violations numbered 0. The area of the chip came out at 6400 sq um. Counting the warning lines in the Yosys log gives 0. With the post-synthesis cell count at 47, the number of hold violations in the final report is 0. The post-route clock period utilization was 1.29; the total of endpoints with negative setup slack in the final report was 4.

The initial antenna violation count was 0. Power after layout: 0.0963 mW. The slew at the pin with the worst max-slew slack is 0.137 ns, and the hold path depth is 3.

The length of the first detailed-routing pass in iterations was 2; the flop count was 0. STA classifies the critical path endpoint as an output port. For the overall routing resource usage, the log shows 0.0284.

The tools report the starting density of the core as 0.117. The final wirelength came out at 876 microns. The global placer's final weighted congestion was 0.834.

Looking at the gate-level netlist, the highest instance count belongs to sky130_fd_sc_hd__inv_1. The number of hold buffers added after cts came out at 0. After synthesis, the design contains 47 cells according to Yosys.

The critical path class was in2out. The cell leakage power is 0.294 nW. The layout has 0 clock buffers.

The run gives 0.182 for the final design utilization.
[metrics by stage]
stage | std cells | setup slack (ns) | TNS (ns) | hold WS (ns) | cell area, sq um
after floorplan | 47 | -0.758 | -2.10 | 1.47 | 409
after global placement | 106 | -1.70 | -6.18 | 2.41 | 604
after detailed placement | 106 | -1.74 | -6.36 | 2.42 | 604
after CTS | 106 | -1.20 | -3.42 | 2.06 | 609
after global routing | 106 | -1.16 | -3.36 | 2.08 | 622
final | 106 | -1.02 | -2.91 | 2.05 | 622
[what timing repair did]
action,4_1_cts,5_1_grt
endpoints found under the setup margin,5,4
gates cloned,0,0
resized,53,4
pin swaps,13,9
[worst max-delay path by stage]
| stage | end | slack [ns] | cells after the start |
|---|---|---|---|
| after global routing | prod[7] | -1.16 | 15 |
| after CTS | prod[7] | -1.20 | 15 |
| final | prod[7] | -1.02 | 15 |
[final cells by class]
class | instances | area [sq um] | share of cell area
inverter | 10 | 37.5 | 0.0604
multi-input combinational | 31 | 362 | 0.581
tap | 46 | 57.6 | 0.0926
timing repair buffer | 19 | 165 | 0.266
[power by group]
group / internal [mW] / switching, mW / total (mW)
clock network: 0 / 0 / 0
registers: 0 / 0 / 0
logic: 0.0596 / 0.0367 / 0.0963
[layout by cell type, fill, tap and decap left out]
cell type	netlist	layout
sky130_fd_sc_hd__buf_2	0	5
sky130_fd_sc_hd__buf_6	0	4
sky130_fd_sc_hd__buf_8	0	1
sky130_fd_sc_hd__inv_1	10	6
sky130_fd_sc_hd__nand2_1	7	7
sky130_fd_sc_hd__ha_1	7	3
sky130_fd_sc_hd__buf_4	6	3
sky130_fd_sc_hd__fa_2	0	3
sky130_fd_sc_hd__clkdlybuf4s50_1	0	4
sky130_fd_sc_hd__or2_1	1	1
sky130_fd_sc_hd__inv_2	0	4
sky130_fd_sc_hd__and2_4	0	3
sky130_fd_sc_hd__fa_1	7	4
sky130_fd_sc_hd__and2_1	9	6
sky130_fd_sc_hd__dlygate4sd2_1	0	2
sky130_fd_sc_hd__ha_4	0	2
sky130_fd_sc_hd__ha_2	0	2
[routing by layer]
| metal | global-route usage | share of wire | vias up |
|---|---|---|---|
| met5 | 0 | 0 | - |
| met4 | 0 | 0 | 0 |
| met3 | 0.00568 | 0.053 | 0 |
| met2 | 0.0482 | 0.49 | 7 |
| met1 | 0.0383 | 0.46 | 140 |
| li1 | - | - | 158 |
[kinds of logic (layout without fill, tap and decap cells)]
family / after synthesis / after routing / synth area share
buffers and inverters: 16 / 29 / 0.207
AND/OR/NAND/NOR: 17 / 17 / 0.223
adder cells (fa/ha/maj): 14 / 14 / 0.571
[worst max-delay path: stages]
cell and delay [ns]:
sky130_fd_sc_hd__buf_6 0.10, sky130_fd_sc_hd__and2_4 0.15, sky130_fd_sc_hd__fa_1 0.53, sky130_fd_sc_hd__inv_1 0.05, sky130_fd_sc_hd__fa_1 0.42, sky130_fd_sc_hd__inv_1 0.07, sky130_fd_sc_hd__ha_2 0.16, sky130_fd_sc_hd__inv_2 0.03
sky130_fd_sc_hd__fa_2 0.33, sky130_fd_sc_hd__fa_2 0.34, sky130_fd_sc_hd__inv_2 0.06, sky130_fd_sc_hd__fa_1 0.40, sky130_fd_sc_hd__ha_2 0.17, sky130_fd_sc_hd__or2_1 0.19, sky130_fd_sc_hd__buf_2 0.11
Power and IR drop assume default switching activity.
